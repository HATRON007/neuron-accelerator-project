$ cat ./design.v
module core #(    
    localparam tau_shift = 1,
    localparam time_shift = 7,
    localparam total_shift = tau_shift + time_shift,
    localparam int_width = 3,
    localparam frc_width = 12,
    localparam w = 1 + int_width + frc_width
)(
    input  wire clk,
    input  wire rst,
    input  wire signed [w-1 : 0] i,
    input  wire signed [w-1 : 0] v,
    input  wire signed [w-1 : 0] w_in,
    output reg  signed [w-1 : 0] v_out,
    output reg  signed [w-1 : 0] w_out
);
    reg signed [w-1 : 0] z1_v, z1_posV, z1_negV, z1_w, z1_y1, z1_i;
    wire signed [w-1 : 0] pow2_pos, pow2_neg;
    wire signed [19 : 0] diff_ext, y2, y4;
    localparam signed [w-1 : 0] a = 16'd2867;
    localparam signed [19 : 0] THRESHOLD = 20'd175;
    pow_2_function #(
        .w(w),
        .int_width(int_width), 
        .frc_width(frc_width)
    ) positve_v (.x(v), .y(pow2_pos));
    pow_2_function #(
        .w(w),
        .int_width(int_width),
        .frc_width(frc_width)
    ) negative_v (.x(-v), .y(pow2_neg));
    always @(posedge clk) begin
        z1_v <= v;
        z1_w <= w_in;
        z1_i <= i;
        z1_y1 <= v + a - (w_in >>> 1);
        z1_posV <= pow2_pos;
        z1_negV <= pow2_neg;
    end
    reg signed [19 : 0]z2_5v, z2_3pow;
    reg signed [w-1 : 0] z2_v, z2_i, z2_w, z2_y3;
    assign diff_ext = {{4{z1_negV[w-1]}}, z1_negV} - {{4{z1_posV[w-1]}}, z1_posV};
    assign y2 = (({{4{z1_v[w-1]}}, z1_v}) <<< 2) + ({{4{z1_v[w-1]}}, z1_v});
    always @(posedge clk) begin 
        z2_v <= z1_v;
        z2_i <= z1_i;
        z2_5v <= y2;
        z2_w <= z1_w;
        z2_3pow <= (diff_ext <<< 1) + diff_ext;
        z2_y3 <= ((z1_y1 + 128) >>> total_shift);
    end
    assign y4 = z2_3pow + z2_5v - ({{4{z2_w[w-1]}}, z2_w}) + {{4{z2_i[w-1]}}, z2_i};
    reg signed [w-1 : 0] z3_v, z3_w;
    reg signed [19 : 0] z3_dv;
    always @(posedge clk) begin
        z3_v <= z2_v;
        z3_dv <= (y4 > -THRESHOLD && y4 < THRESHOLD) ? 20'd0 : y4;
        z3_w <= z2_y3 + z2_w;
    end
    always @(posedge clk or posedge rst) begin
        if (rst) begin
            v_out <= 16'hECE1;
            w_out <= 16'hF600;
        end
        else begin
            v_out <= z3_v + $signed((z3_dv + 64) >>> time_shift);
            w_out <= z3_w;
        end
    end
endmodule
module pow_2_function #(
    parameter w = 16,
    parameter int_width = 3,
    parameter frc_width = 12
)(
    input wire signed [w-1 : 0] x,
    output wire signed [w-1 : 0] y
);
    wire x_sign = x[w-1];
    wire [frc_width-1 : 0] x_frc  = x[frc_width-1 : 0];
    wire [int_width-1 : 0] x_int  = x[w-2 : frc_width];
    wire [w-1 : 0] base    = {1'b1,x_frc};
    wire shift_needed = (x_int != {int_width{1'b0}}) && (x_int != {int_width{1'b1}});
    wire [w-1 : 0] y1, y2;
    assign y1 = x_sign ? (base >>> 1) : base ;
    assign y2 = x_sign ? (y1 >>> 1) : (y1 <<< 1);
    assign y = shift_needed ? y2 : y1;
endmodule
module tdm_controller #(
    parameter neuron_count = 500,
    parameter pipeline_depth = 5,
    parameter data_width = 16
)(
    input wire clk,
    input wire rst,
    input wire signed [data_width-1 : 0] i_stim,
    input wire [$clog2(neuron_count)-1 : 0] monitor_id,
    output reg signed [data_width-1 : 0] v_out_monitor,
    output reg signed [data_width-1 : 0] w_out_monitor
);
    (* ram_style = "block" *) reg signed [data_width-1 : 0] ram_v [0 : neuron_count-1];
    (* ram_style = "block" *) reg signed [data_width-1 : 0] ram_w [0 : neuron_count-1];
    localparam ptr_width = $clog2(neuron_count);
    reg [ptr_width-1 : 0] ptr_read;
    reg [ptr_width-1 : 0] ptr_write;
    reg pipeline_primed;
    reg signed [data_width-1 : 0] core_v_in, core_w_in;
    (* keep *) wire signed [data_width-1 : 0] core_v_out, core_w_out;
    core core_tdm (
        .clk(clk),
        .rst(rst),
        .i(i_stim),
        .v(core_v_in),
        .w_in(core_w_in),
        .v_out(core_v_out),
        .w_out(core_w_out) 
    );
    integer k;
    initial begin
        for(k=0; k<neuron_count; k=k+1) begin
            ram_v[k] = 16'hECE1;  
            ram_w[k] = 16'hF600;  
        end
    end
    always @(posedge clk) begin
      if(rst) begin
        ptr_read <= 0;
        ptr_write <= neuron_count - pipeline_depth;
        pipeline_primed <= 0;
        v_out_monitor <= 0;
        w_out_monitor <= 0;
      end
      else begin
        if (pipeline_primed) begin
            ram_v[ptr_write] <= core_v_out;
            ram_w[ptr_write] <= core_w_out;
        end
        if(ptr_write == monitor_id) begin
            v_out_monitor <= core_v_out;
            w_out_monitor <= core_w_out;
        end
        core_v_in <= ram_v[ptr_read];
        core_w_in <= ram_w[ptr_read];
        if(ptr_read == neuron_count-1) ptr_read <= 0;
        else ptr_read <= ptr_read + 1;
        if(ptr_write == neuron_count-1) begin
            ptr_write <= 0;
            pipeline_primed <= 1;
        end else begin
            ptr_write <= ptr_write + 1;
        end
      end
    end
endmodule
$ cat ./run.sh
#!/bin/bash
# OpenROAD 26Q1-2900-gdf79404cd8, Yosys 0.63+post, stock flow scripts
make -C /OpenROAD-flow-scripts/flow DESIGN_CONFIG=/design/flow/config.mk WORK_HOME=/design/flow/orfs finish
$ cat ./config.mk
export PLATFORM = sky130hd
export DESIGN_NAME = tdm_controller
export DESIGN_NICKNAME = tdm_controller
export VERILOG_FILES = /design/flow/design.v
export SDC_FILE = /design/flow/constraint.sdc
export NUM_CORES = 4
export LEC_CHECK = 1
export CORE_UTILIZATION = 50
export SYNTH_MEMORY_MAX_BITS = 65536
$ cat ./constraint.sdc
current_design tdm_controller

set clk_period 5162.6
set clk_io_pct 0.2

create_clock -name clk0 -period $clk_period [get_ports {clk}]

set non_clock_inputs [all_inputs -no_clocks]
set_input_delay [expr $clk_period * $clk_io_pct] -clock clk0 $non_clock_inputs
set_output_delay [expr $clk_period * $clk_io_pct] -clock clk0 [all_outputs]
==> results.yml <==
# implementation run metrics
outcome:
  outcome: "finished clean"
floorplanning:
  pin_count: 59
  floorplan.core_util: 0.502
  rows: 410
  core_area_um2: 1250000
  die-area_um2: 1260000
  die_height_um: 1120
  fp.dieW_um: 1120
layout:
  syn_to_final_growth_pct: 13.9
  layout.cells.non_filler: 46437
  flop_area_um2: 488000
  drive_gt1_frac: 0.323
  n_fill_cell: 87266
  mi_logic_area_um2: 135000
drt:
  wl_per_cell_um: 42.0
  viasPerCell: 6.31
  vias: 293087
  ant_nets: 0
  firstDrtPassIters: 7
  drc: 0
  drtIter0Drc: 22565
  wl_um: 1950000
yosys:
  compound_area_frac: 0.0120
  synth_top_area_share: 0.769
  yosysUniqueCellTypes: 87
  common_cells: "edfxtp_1 (16032), mux4_2 (4751), nor2_1 (726)"
  yosys_area_um2: 626000
  largest_area_cell: "edfxtp_1"
  ys_ff: 16338
  synth-edff-count: 16032
  most_common_cell: "edfxtp_1"
  yosysWarnings: 2
  area_leaders: "edfxtp_1 (77%), mux4_2 (17%), mux2i_1 (0.91%), dfxtp_1 (0.88%), nor2_1 (0.44%)"
  ys_sh_mux: 0.180
  ff_type: "edfxtp_1"
  ys_sh_adder: 0.00395
  syn_inst: 26119
  ys_sh_simple: 0.00966
  synthTopLogicFamily: "multiplexers"
  synth_area_um2: 626000
  synth_stat.cells: 26119
  ys_seq_share: 0.779
  synthArstFlopShare: 0.00196
  avgSynthCellArea_um2: 24.0
  xor_area_frac: 0.00189
placed_design:
  dpl.cell_count: 43164
  dp_hpwl_um: 1270000
  portBuffers: 58
  finalWeightedCongestion: 1.04
global_routing:
  grt_pass1_wl_um: 2650000
  grt_pass1_vias: 322352
  grt_overflow: 0
  antenna_found_initial: 178
  grt_usage: 0.357
  grt_max_degree: 92
worst_setup_path:
  crit_required_ns: 5163.59
  worstSetupStartpoint: "rst"
  worstReg2RegStart: "ptr_read[0]$_SDFF_PP0_"
  crit_fanout: 17
  cp-end-kind: "register"
  rrSetupSlack_ns: 5152.50
  crit_path_start_kind: "primary input"
  worstPathArrival_ns: 1036.25
  crit_type: "in2reg"
clock_network:
  clkSinkCount: 16338
  cts_inserted_buffers: 1709
  cts_root_buf: "clkbuf_16"
  insertion_delay_ns: 1.38
  cts_setup_buffers: 0
  clk_path_buf_depth: 6
  cts_resized: 0
  cts_tree: "yes"
  cts.htree.levels: 7
  hold_buffers: 0
  cts.reportedPaths.clkPinSlew_ns: 0.06
pwr:
  p_leak_nw: 222
  p_per_area_nw_per_um2: 0.485
  report.power.total_mw: 0.346
  vdd_drop_max_mv: 0.000496
sta:
  fin_setup_tns_ns: 0
  slew_headroom: 0.0521
  tightest_slew_ns: 1.42
  finalHoldViolCount: 0
  grt_setup_unrepaired: "no"
  finalCriticalPeriod_ns: 1035.26
  finClkSkew_ns: 0.136
  setup_viol: 0
  drv_slew: 0
  fmax_mhz: 0.966
  finalCritPeriodShare: 0.201
min_path:
  min_path_type: "reg2reg"
  hp-start: "core_tdm.z2_v[7]$_DFF_P_"
run:
  drv_cap: 0
  tool_warnings: 29
## power by group
part / switching, mW / internal [mW]
Combinational: 0.0448 / 0.0117
Sequential: 0.00275 / 0.166
Clock: 0.0500 / 0.0700
Total: 0.0975 / 0.248
## worst max-delay path, stage by stage
cell,delay (ns)
buf_2,0.14
nor2b_4,0.10
buf_4,0.57
nand3_4,0.78
buf_4,0.55
buf_4,0.43
nor2_4,0.58
buf_4,0.38
## cells by family (layout without fill, tap and decap cells)
group	after synthesis	after routing
AND-OR/OR-AND	1124	1124
XOR/XNOR	135	135
adder cells (fa/ha/maj)	172	172
buffers and inverters	1609	5022
flip-flops	16338	16338
multiplexers	5329	5329
other	0	219
AND/OR/NAND/NOR	1412	1412
## cells in the final DEF (no fill, tap or decap), types with 266 or more instances in the layout
master | netlist | layout
edfxtp_1 | 16032 | 16032
mux4_2 | 4751 | 4751
clkbuf_16 | 0 | 1737
buf_4 | 289 | 1659
mux2i_1 | 567 | 566
nor2_4 | 0 | 509
clkinv_1 | 1 | 365
clkbuf_1 | 546 | 342
nand2_1 | 340 | 303
clkinv_2 | 0 | 299
a21oi_1 | 266 | 266
## metrics by stage
stage	cell area (µm²)	hold slack [ns]	setup WS (ns)	utilization
finish	713000	0.288	4127.34	0.572
global route	713000	0.297	4127.38	0.571
CTS	712000	0.294	4127.53	0.571
detailed placement	658000	0.287	4126.12	0.528
global placement	658000	0.287	4126.16	0.528
floorplan	626000	0.284	4127.08	-
## path summary, 6_finish.rpt
path	end	cells past startpoint
min	core_tdm.z3_v[7]$_DFF_P_	0
max in group asynchronous	core_tdm.v_out[8]$_DFF_PP0_	4
max	ram_v[153][11]$_DFFE_PP_	8
min reg2reg	core_tdm.z3_v[7]$_DFF_P_	0
min in group asynchronous	core_tdm.w_out[7]$_DFF_PP0_	4
max reg2reg	core_v_in[10]$_DFFE_PN_	15
## routing by layer
metal	vias to the layer above	wire length, µm	GRT usage
li1	116967	-	-
met1	149037	509000	0.391
met2	22998	840000	0.454
met3	3822	474000	0.366
met4	263	113000	0.146
met5	-	13900	0.0963
## final cells by class
| type | instances | area share |
|---|---|---|
| Tap cell | 16686 | 0.0293 |
| Sequential cell | 16338 | 0.684 |
| Multi-Input combinational cell | 8172 | 0.189 |
| Timing Repair Buffer | 1770 | 0.0197 |
| Clock inverter | 950 | 0.0126 |
| Inverter | 199 | 0.00109 |
| Clock buffer | 2103 | 0.0632 |
| Antenna cell | 219 | 0.000769 |
## sequential cells by signal (all words and copies together), names as in the netlist, 13 cells and up
register / count
core_tdm.w_out: 16
ram_v: 8000
core_tdm.v_out: 16
v_out_monitor: 16
core_tdm.z2_w: 16
core_tdm.z1_negV: 14
core_tdm.z1_posV: 14
w_out_monitor: 16
core_tdm.z1_v: 16
core_tdm.z3_dv: 14
core_tdm.z2_v: 13
core_tdm.z3_w: 16
core_tdm.z2_i: 16
core_tdm.z3_v: 16
ram_w: 8000
core_w_in: 16
core_v_in: 16
core_tdm.z2_5v: 19
core_tdm.z1_w: 16
core_tdm.z2_3pow: 19
core_tdm.z1_i: 16
No activity file was given, so power comes from the tool's default toggle rates.
